### flow/run.sh
#!/bin/bash
# OpenROAD 26Q1-2900-gdf79404cd8, Yosys 0.63+post, stock flow scripts
make -C /OpenROAD-flow-scripts/flow DESIGN_CONFIG=/design/flow/config.mk WORK_HOME=/design/flow/orfs finish
### flow/config.mk
export PLATFORM = sky130hd
export DESIGN_NAME = ripple_LED
export DESIGN_NICKNAME = ripple_LED
export VERILOG_FILES = /design/flow/design.v
export SDC_FILE = /design/flow/constraint.sdc
export NUM_CORES = 4
export LEC_CHECK = 1
export CORE_UTILIZATION = 30
### flow/design.v
`timescale 1ns / 1ps
module ripple_LED(clk, led0, led1, led2,
						led3, led4, led5, led6,
						led7);
	input clk;
	output led0;
	reg led0 = 1;
	output led1;
	reg led1 = 0;
	output led2;
	reg led2 = 0;
	output led3;
	reg led3 = 0;
	output led4;
	reg led4 = 0;
	output led5;
	reg led5 = 0;
	output led6;
	reg led6 = 0;
	output led7;
	reg led7 = 0;
	reg [25:0] counter = 50_000_000;         
	always @(posedge clk) begin
		if (counter == 0) begin
			counter <= 50_000_000;
			led1 <= led0;
			led2 <= led1;
			led3 <= led2;
			led4 <= led3;
			led5 <= led4;
			led6 <= led5;
			led7 <= led6;
			led0 <= led7;
		end
		else begin
				counter <= counter - 1;
		end
	end
endmodule
### flow/constraint.sdc
current_design ripple_LED

set clk_period 6.9
set clk_io_pct 0.2

create_clock -name clk0 -period $clk_period [get_ports {clk}]

set non_clock_inputs [all_inputs -no_clocks]
set_input_delay [expr $clk_period * $clk_io_pct] -clock clk0 $non_clock_inputs
set_output_delay [expr $clk_period * $clk_io_pct] -clock clk0 [all_outputs]
==> Slide: Implementation Results <==
Implementation Results

Logic synthesis
  – Most used flip-flop cell after synthesis: dfxtp_1
  – Register share after synthesis: 0.525
  – Cells after Synth: 133
  – Yosys stat area: 1450 um^2
  – Yosys stat cell total: 133
  – Registers, synthesis: 34
  – Netlist Area Pre-Place: 1450 um^2
  – Yosys cell types: 32
  – Fraction of registers with async set/reset: 0
  – Flip-flops with a built-in enable: 8
  – Mapped Avg Cell Area: 10.9 um^2
  – YS warnings: 1

Final timing
  – Max_slew headroom: 0.589
  – RSZ-0062 raised after global routing: false
  – Max-slew violations: 0
  – Hold slack: 0.450 ns
  – Max Fclk: 400 MHz
  – Tmin final: 2.50 ns
  – Setup TNS: 0 ns
  – Hold Vio Cnt, Final: 0
  – Final setup fails: 0
  – Final Cycle Share: 0.362
  – Worst-Margin Slew: 0.612 ns
  – Skew final: 0.00496 ns

Worst setup path
  – WP data arrival: 1.12 ns
  – R2r startpoint: counter[0]$_SDFF_PN0_
  – Reg2reg end: led4$_DFFE_PN_
  – CP Class: reg -> out
  – Family with the most delay on the worst path: buffers and inverters
  – CP max stage cell: clkdlybuf4s50_1
  – Startpoint types: flop
  – Levels on crit path: 1
  – Crit path max fanout: 2
  – Critical-path cell list: clkdlybuf4s50_1
  – Critical Path Max Stage Delay: 0.47 ns
  – Buf/Inv on CP: 1
  – Crit. Startpoint: led1$_DFFE_PN_
  – WP data required: 5.52 ns
  – Worst Setup End Kind: primary output
  – R2R Setup Slk: 4.76 ns
  – R2R depth: 6

Global route
  – Initial antenna violation count: 0
  – Largest net degree at the start of global routing: 23
  – Met3 Resource Use GR: 0.0257
  – Most Used Layer, Global Route: met1
  – First-pass GRT wire length: 4.13 mm
  – GR Util met1: 0.171
  – Total gr overflow: 0
  – GRT Overall Usage: 0.101
  – Met2 Use GR: 0.137
  – Vias in the first global route: 889

Cells and area
  – Final cell count without fillers: 200
  – FILL cells: 429
  – Design area: 1710 um^2
  – Area growth syn-to-layout: 17.6%
  – Logic area: 671 um^2
  – FF+latch area: 761 um^2
  – Layout cell share with drive strength beyond 1: 0.122

Place
  – Dpl hpwl: 1.60 mm
  – Input/output buffers: 8
  – Placed Area: 1590 um^2
  – RD Place Congestion: 0.786
  – Dpl cells: 192

CTS
  – Num Clock Sinks: 34
  – Root buf cell: clkbuf_8
  – H-tree depth: 2
  – TritonCTS clock tree: done
  – Postcts setup bufs: 0
  – Latency at later pin: 0.28 ns
  – TritonCTS buffer count: 5
  – Max clock buf depth: 2
  – Cts repair resizes: 0
  – CTS Hold Bufs: 0
  – Clock slew at reported path FFs: 0.07 ns

Worst hold path
  – Min-delay src: led2$_DFFE_PN_
  – Hold Path Stages: 0
  – Hold Path Sink: led3$_DFFE_PN_
  – Hold Path Class: reg -> reg

Power and ir drop
  – Worst ir drop on vdd: 0.000170 V
  – Total power: 383 uW
  – Pleak: 0.684 nW
  – Power density over the cells: 225 nW/um^2

Floorplan
  – Core area: 4500 um^2
  – Pre-Place Util: 0.322
  – Die span in y: 71.5 um
  – Row count: 24
  – Chip area: 5120 um^2
  – Die Wd: 71.5 um
  – Num ports: 9

Run
  – OpenROAD warning count: 25
  – Number of max-cap violations: 0

Routing
  – # diodes: 0
  – Vias per cell: 4.99
  – DRC Markers: 0
  – DR iter-0 viols: 40
  – Final WL: 2.37 mm
  – Wirelength per Cell: 11.8 um
  – First drt pass iteration count: 4
  – Vias: 997
  – Antenna viol nets, final: 0

Run status
  – Outcome: finished clean
cells in the final DEF, fill, tap and decap left out, types with 3 or more instances in the layout:
cell type,instances
nand3_1,3
nor3_1,7
o31ai_1,3
xor2_1,12
edfxtp_1,8
clkbuf_8,5
xnor2_1,4
dfxtp_1,26
o21ai_0,6
nand4_2,3
nor2_1,20
clkdlybuf4s50_1,8
nand4b_1,3
nor4_4,3
nand2_1,6
nand4_1,4
nor4_1,4
where the power goes:
group          internal [mW]  leakage (nW)  switching, mW
registers              0.203         0.302              0
clock network          0.107        0.0504         0.0733
logic                      0         0.331              0
cell type report:
| cell class | count | area share |
|---|---|---|
| clock buffer | 5 | 0.0404 |
| tap | 52 | 0.0382 |
| sequential | 34 | 0.446 |
| multi-input combinational | 95 | 0.393 |
| clock inverter | 3 | 0.0264 |
| inverter | 2 | 0.00440 |
| timing repair buffer | 9 | 0.0514 |
cells in the mapped netlist (all sizes together), types with 3 or more instances:
library cell / number / share of area
o21ai: 6 / 0.021
xor2: 12 / 0.072
xnor2: 4 / 0.024
nor3: 8 / 0.031
nor4: 7 / 0.061
o31ai: 3 / 0.016
nand4: 7 / 0.043
dfxtp: 26 / 0.36
edfxtp: 8 / 0.17
nand2: 6 / 0.016
nand3: 3 / 0.010
nor2: 20 / 0.052
nand4b: 3 / 0.018
kinds of logic after synthesis:
family	count (synthesis)	share of synthesized area
AND-OR/OR-AND	17	0.0811
XOR/XNOR	16	0.0966
adder cells (fa/ha/maj)	1	0.00863
buffers and inverters	4	0.0129
flip-flops	34	0.525
AND/OR/NAND/NOR	61	0.276
how the worst max path moves through the flow:
stage | end | slack [ns]
6_report | led1 | 4.40
5_1_grt | led3 | 4.36
4_1_cts | led1 | 4.39
metal layers:
layer | up-vias | share of wire
met4 | 0 | 0.0051
met1 | 463 | 0.54
li1 | 520 | -
met2 | 12 | 0.41
met5 | - | 0
met3 | 2 | 0.038
per-stage QoR:
stage               worst slack [ns]   util
floorplan                       4.91      -
global placement                4.71  0.353
detailed placement              4.71  0.353
CTS                             4.39  0.379
global route                    4.36  0.379
finish                          4.40  0.379
sequential cells by signal, indices dropped and copies added, names as in the netlist:
name / cells
counter: 26
led6: 1
led7: 1
led5: 1
led3: 1
led1: 1
led0: 1
led4: 1
led2: 1
Power figures rest on the tool's default switching activity, not on a simulated workload.
