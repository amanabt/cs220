--- design.v ---
`timescale 1ns / 1ps
module eight_bit_comp (x, pb1, pb2, pb3, pb4,
							  equal, greater, lower, a, b);
input [3:0] x;
input pb1;
input pb2;
input pb3;
input pb4;
output equal;
wire equal;
output greater;
wire greater;
output lower;
wire lower;
output [7:0] a;
reg [7:0] a;
output [7:0] b;
reg [7:0] b;
always @(posedge pb1)begin
a[3:0]<=x;
end
always @(posedge pb2)begin
a[7:4]<=x;
end
always @(posedge pb3)begin
b[3:0]<=x;
end
always @(posedge pb4)begin
b[7:4]<=x;
end
wire [6:0] equal0;
wire [6:0] greater0;
wire [6:0] lower0;
one_bit_comp OB0 (a[7], b[7], 1'b1, 1'b0, 1'b0, equal0[0], greater0[0], lower0[0]);
one_bit_comp OB1 (a[6], b[6], equal0[0], greater0[0], lower0[0], equal0[1], greater0[1], lower0[1]);
one_bit_comp OB2 (a[5], b[5], equal0[1], greater0[1], lower0[1], equal0[2], greater0[2], lower0[2]);
one_bit_comp OB3 (a[4], b[4], equal0[2], greater0[2], lower0[2], equal0[3], greater0[3], lower0[3]);
one_bit_comp OB4 (a[3], b[3], equal0[3], greater0[3], lower0[3], equal0[4], greater0[4], lower0[4]);
one_bit_comp OB5 (a[2], b[2], equal0[4], greater0[4], lower0[4], equal0[5], greater0[5], lower0[5]);
one_bit_comp OB6 (a[1], b[1], equal0[5], greater0[5], lower0[5], equal0[6], greater0[6], lower0[6]);
one_bit_comp OB7 (a[0], b[0], equal0[6], greater0[6], lower0[6], equal, greater, lower);
endmodule
`timescale 1ns / 1ps
module one_bit_comp ( a ,b ,equali ,greateri ,
							 loweri,equalo ,greatero ,lowero);
	input equali ;
	input greateri ;
	input loweri ;
	input a ;
	input b ;
	output equalo ;
	output greatero ;
	output lowero ;
	wire equalo ;
	wire greatero ;
	wire lowero ;
	assign equalo = (a ~^ b) & equali;
	assign lowero = (((~a) & b) & equali) | loweri;
	assign greatero = ((a & (~b)) & equali) | greateri;
endmodule
--- run.sh ---
#!/bin/bash
# OpenROAD 26Q1-2900-gdf79404cd8, Yosys 0.63+post, stock flow scripts
make -C /OpenROAD-flow-scripts/flow DESIGN_CONFIG=/design/flow/config.mk WORK_HOME=/design/flow/orfs finish
--- config.mk ---
export PLATFORM = sky130hd
export DESIGN_NAME = eight_bit_comp
export DESIGN_NICKNAME = eight_bit_comp
export VERILOG_FILES = /design/flow/design.v
export SDC_FILE = /design/flow/constraint.sdc
export NUM_CORES = 4
export LEC_CHECK = 1
export CORE_AREA = 10 10 86 86
export DIE_AREA = 0 0 96 96
--- constraint.sdc ---
current_design eight_bit_comp

set clk_period 3.2
set clk_io_pct 0.2

create_clock -name clk0 -period $clk_period [get_ports {pb1}]
create_clock -name clk1 -period $clk_period [get_ports {pb2}]
create_clock -name clk2 -period $clk_period [get_ports {pb3}]
create_clock -name clk3 -period $clk_period [get_ports {pb4}]

set non_clock_inputs [all_inputs -no_clocks]
set_input_delay [expr $clk_period * $clk_io_pct] -clock clk0 $non_clock_inputs
set_output_delay [expr $clk_period * $clk_io_pct] -clock clk0 [all_outputs]
==> impl_metrics.ini <==
; generated from flow reports
[run_status]
run_status = finished, final reports clean

[yosys]
yosysTopAreaCellShare_pct = 38.5
synth-async-reset-ratio_pct = 0
synth_warnings = 1
top_area_cell = dfxtp_1
ys_seq_share_pct = 38.5
yosys-stat-cells = 81
topCellsByArea = dfxtp_1 38%, ha_1 24%, buf_4 14%
netlist_top_cells_count = 16 x buf_4, 16 x dfxtp_1, 16 x ha_1, 16 x inv_1, 3 x a21o_1
ys.flops = 16
syn_area_sq_um = 832
syn-mean-instance-area_sq_um = 10.3
synth_cell_types = 16
synth-main-ff-cell = dfxtp_1
synth-edff-count = 0
syn_inst = 81
yosys_area_sq_um = 832

[worst_setup_path]
crit_fanout = 4
start_kind = flop
arrival_ps = 2020
worstSetupEndpointType = output port
worstSetupPathType = flop to output port
crit_required_ps = 2560

[timing]
hold_viol_final = 0
hold_ws_ps = 959
finalSetupViolCount = 0
slew_violations = 0
max-slew-margin-rel_pct = 82.8
tightestPinTransition_ps = 258
fin_setup_tns_ps = 0
grt_setup_unrepaired = no

[clock_network]
cts_tree = yes
cts_resized = 0
post-cts-setup-buffer-count = 0
cts_sinks = 16
cts.clk_slew.worst_paths_ps = 30
cts_hold_buf = 0

[floorplanning]
core_sq_um = 5540
ioPinCount = 27
die_w_microns = 96
fp-row-count = 27
chipArea_sq_um = 9220
die_h_microns = 96
core_util_floorplan_pct = 15.0

[power_and_ir_drop]
powerDensity_nw_per_um2 = 595
pwr-share-comb_pct = 9.9
p_int_uw = 577
clkPwrFrac_pct = 59.0
power_frac_seq_pct = 31.0
p_leak_nw = 0.582
switching_share_pct = 18.9
switchingPower_uw = 135
ir_drop_uv = 159

[routing]
first_pass_iters = 4
via_per_inst = 3.26
num_vias = 561
dr.first_iter.drc_count = 20
antenna_cells = 0
drtAntennaViolNets = 0
wl_per_cell_microns = 11.6
route.detailed.drc = 0
routed_wl_microns = 2000

[finish]
final_cell_count_no_fill = 172
stdcell_area_sq_um = 1200
fin_util_pct = 21.6
areaGrowthSynthToFinish_pct = 43.9
fill_cells = 613
drive_gt1_share_pct = 17.0

[place]
dp_cells = 160
finalWeightedCongestion = 0.770
placed_area_sq_um = 1030
io_buffers = 23
hpwlAfterDp_microns = 1670

[grt]
gr-total-overflow = 0
grt_pass1_wl_microns = 3140
antenna_found_initial = 0
gr-usage-all-layers_pct = 4.65
grt_max_degree = 5
grt_pass1_vias = 661

[job]
drv_cap = 0
tool_warnings = 34

[worst_hold_path]
hold_class = primary input to flop
[cell families after synthesis]
kind of cell	count (synthesis)	synth area share (%)
buf+inv	32	21.7
flops	16	38.5
fa+ha+maj	16	24.1
simple gates	7	6.16
compound gates	10	9.62
[layer usage]
metal | share of wire [%] | GRT usage, % | vias to the layer above
li1 | - | - | 282
met1 | 39 | 4.75 | 240
met2 | 42 | 6.61 | 29
met3 | 14 | 3.77 | 10
met4 | 6.0 | 2.46 | 0
met5 | 0 | 0 | -
[power by group through the flow]
| stage | sequential, mW | combinational, mW | clock [mW] |
|---|---|---|---|
| after CTS | 0.222 | 0.0734 | 0.436 |
| after global routing | 0.223 | 0.0809 | 0.457 |
| final | 0.221 | 0.0708 | 0.420 |
[stage by stage]
stage | power [mW] | setup WS (ps)
after floorplan | 0.265 | 1330
after global placement | 0.297 | 744
after detailed placement | 0.297 | 731
after CTS | 0.731 | 504
after global routing | 0.761 | 378
final | 0.712 | 543
[worst paths after layout]
kind | startpoint | to | slack, ps | cells past startpoint
max | b[7] | greater | 540 | 6
min | x[3] | a[3] | 960 | 1
max in group clk1 | x[1] | a[5] | 2150 | 1
max in group clk2 | x[1] | b[1] | 2150 | 1
max in group clk3 | x[1] | b[5] | 2150 | 1
min in group clk1 | x[3] | a[7] | 960 | 1
min in group clk2 | x[3] | b[3] | 960 | 1
min in group clk3 | x[3] | b[7] | 960 | 1
[area by class of cell]
class                           instances  area, sq um  share of cell area (%)
Clock buffer                           12          165                    13.8
Tap cell                               72         90.1                    7.52
Inverter                               16         60.1                    5.02
Sequential cell                        16          320                    26.8
Timing Repair Buffer                   23          230                    19.2
Multi-Input combinational cell         33          332                    27.7
[critical path: stages (launching register included)]
cell and delay [ps]:
dfxtp_1 350, inv_1 50, ha_1 340, and3_4 230, nand4_2 130, o211ai_1 210
clkdlybuf4s50_1 500
[cells in the final DEF (no fill, tap or decap)]
cell type and n:
nor2_1 1, nand2_1 1, a21oi_1 2, and3_4 1, clkdlybuf4s50_1 23, o211ai_1 2, clkbuf_8 12, nand4_2 1
dfxtp_1 16, ha_1 16, a221oi_2 1, and4_2 1, a21o_2 1, a221oi_1 1, nand3_1 2, a21o_1 3
inv_1 16
[state kept, by name (all words and copies together), names as in the netlist]
signal	count
a	8
b	8
Power figures rest on the tool's default switching activity, not on a simulated workload.
