[design/flow/design.v]
`timescale 1ns / 1ps
module full_adder(a, b, cin, sum, cout
    );
        input a;
        input b;
        input cin;
        output sum;
        wire   sum;
        output cout;
        wire   cout;
        assign sum  = a ^ b ^ cin;
        assign cout = (a & b) | (b & cin) | (cin & a);
endmodule
`timescale 1ns / 1ps
module seven_bt_ad_sub( x, rotation_event, z, overflow, a, b, opcode, c);
input [3:0] x;
input rotation_event;
output opcode;
reg opcode;
reg [3:0] counter = 0;
output [6:0] a;
reg [6:0] a;
output [6:0] b;
reg [6:0] b;
output [6:0] c;
wire [6:0] c;
wire [6:0] d;
output [6:0] z;
wire [6:0] z;
output overflow;
wire carry;
wire [19:0] carry0;
always @(posedge rotation_event)begin
	if (counter == 4) begin
			opcode <= x[0];
			counter <= counter + 1;
		end
	else if (counter == 0) begin
			a[3:0]<=x;
			counter <= counter + 1;
		end
	else if (counter == 1) begin
			a[6:4]<=x;
			counter <= counter + 1;
		end
	else if (counter == 2) begin
			b[3:0]<=x;
			counter <= counter + 1;
		end
		else if (counter == 3) begin
			b[6:4]<=x;
			counter <= counter + 1;
		end
	else begin
			counter <= 0;
		end
end
		full_adder FA14 (b[0], opcode, 1'b0, d[0], carry0[13]);
		full_adder FA15 (b[1], opcode, 1'b0, d[1], carry0[14]);
		full_adder FA16 (b[2], opcode, 1'b0, d[2], carry0[15]);
		full_adder FA17 (b[3], opcode, 1'b0, d[3], carry0[16]);
		full_adder FA18 (b[4], opcode, 1'b0, d[4], carry0[17]);
		full_adder FA19 (b[5], opcode, 1'b0, d[5], carry0[18]);
		full_adder FA20 (b[6], opcode, 1'b0, d[6], carry0[19]);
		full_adder FA0 (d[0], opcode, 1'b0   , c[0], carry0[0]);
		full_adder FA1 (d[1], 1'b0, carry0[0], c[1], carry0[1]);
		full_adder FA2 (d[2], 1'b0, carry0[1], c[2], carry0[2]);
		full_adder FA3 (d[3], 1'b0, carry0[2], c[3], carry0[3]);
		full_adder FA4 (d[4], 1'b0, carry0[3], c[4], carry0[4]);
		full_adder FA5 (d[5], 1'b0, carry0[4], c[5], carry0[5]);
		full_adder FA6 (d[6], 1'b0, carry0[5], c[6], carry0[6]);
		full_adder FA7 (a[0], c[0], 1'b0     ,   z[0], carry0[7]);
		full_adder FA8 (a[1], c[1], carry0[7],   z[1], carry0[8]);
		full_adder FA9 (a[2], c[2], carry0[8],   z[2], carry0[9]);
		full_adder FA10 (a[3], c[3], carry0[9],  z[3], carry0[10]);
		full_adder FA11 (a[4], c[4], carry0[10], z[4], carry0[11]);
		full_adder FA12 (a[5], c[5], carry0[11], z[5], carry0[12]);
		full_adder FA13 (a[6], c[6], carry0[12], z[6], overflow);
endmodule
[design/flow/run.sh]
#!/bin/bash
# OpenROAD 26Q1-2900-gdf79404cd8, Yosys 0.63+post, stock flow scripts
make -C /OpenROAD-flow-scripts/flow DESIGN_CONFIG=/design/flow/config.mk WORK_HOME=/design/flow/orfs finish
[design/flow/config.mk]
export PLATFORM = sky130hd
export DESIGN_NAME = seven_bt_ad_sub
export DESIGN_NICKNAME = seven_bt_ad_sub
export VERILOG_FILES = /design/flow/design.v
export SDC_FILE = /design/flow/constraint.sdc
export NUM_CORES = 4
export LEC_CHECK = 1
export CORE_AREA = 10 10 108 108
export DIE_AREA = 0 0 118 118
[design/flow/constraint.sdc]
current_design seven_bt_ad_sub

set clk_period 3.3
set clk_io_pct 0.2

create_clock -name clk0 -period $clk_period [get_ports {rotation_event}]

set non_clock_inputs [all_inputs -no_clocks]
set_input_delay [expr $clk_period * $clk_io_pct] -clock clk0 $non_clock_inputs
set_output_delay [expr $clk_period * $clk_io_pct] -clock clk0 [all_outputs]
==> flow_metrics.py <==
# Physical implementation metrics
metrics = {
    "synthesis": {
        "top_area_frac": 0.3673,
        "postSynthCellCount": 102,
        "async_flop_share": 0,
        "enable_flop_cells": 15,
        "numSynthFlops": 19,
        "post_synth.cell_area_avg_um2": 12.02,
        "seq_area_frac_synth": 0.4327,
        "netlist_area_mm2": 0.001226,
        "synthDominantAreaCellType": "sky130_fd_sc_hd__edfxtp_1",
        "netlist.top_cell.by_instances": "sky130_fd_sc_hd__buf_4",
        "number_of_different_library_cells_in_the_post_synthesis_netlist": 22,
        "synth_area_leaders": "sky130_fd_sc_hd__edfxtp_1 (37%), sky130_fd_sc_hd__buf_4 (17%), sky130_fd_sc_hd__ha_1 (11%), sky130_fd_sc_hd__fa_1 (9.8%), sky130_fd_sc_hd__dfxtp_1 (6.5%)",
        "synth-area-yosys_mm2": 0.001226,
        "synth.top_cells.by_count": "sky130_fd_sc_hd__buf_4 (28), sky130_fd_sc_hd__edfxtp_1 (15), sky130_fd_sc_hd__inv_1 (14), sky130_fd_sc_hd__ha_1 (11), sky130_fd_sc_hd__fa_1 (6)",
        "synth_warnings": 1,
        "ys_cells": 102,
        "synthFlopType": "sky130_fd_sc_hd__edfxtp_1",
    },
    "hold_path": {
        "hold_end": "counter[2]",
        "worstHoldPathType": "reg2reg",
        "whs_path_depth": 1,
        "timing.hold.worst.start": "counter[3]",
    },
    "worst_setup_path": {
        "worstSetupEndpointType": "primary output",
        "regToRegSetupSlack_ns": 1.66,
        "timing.reg2reg.worst_path_depth": 3,
        "kind_of_start_point_of_the_critical_path": "flip-flop",
        "cp_data_arrival_time_ns": 3.40,
        "timing.critical_path.mode_cell": "sky130_fd_sc_hd__fa_2",
        "path_buffers": 4,
        "rr_startpoint": "counter[0]",
        "worst-path-max-fanout": 2,
        "r2r-end": "a[3]",
        "slowest_stage": "sky130_fd_sc_hd__edfxtp_1",
        "critical-path-top-delay-family": "adder cells",
        "type_of_the_worst_setup_path": "reg2out",
        "path_cells": "buf_6, ha_4, xnor2_4, ha_4, fa_2, fa_2, inv_2, fa_2, fa_2, fa_2, inv_2, fa_1, buf_2",
        "max_stage_delay_ns": 0.42,
        "critical_path_required_ns": 2.64,
    },
    "timing": {
        "unrepaired_setup_endpoints_after_global_routing": "true",
        "finalSetupTns_ns": -2.048,
        "holdWs_ns": 0.5211,
        "timing.final.ws_setup_ns": -0.7634,
        "fmax_mhz": 246.1,
        "slew_viol_final": 0,
        "final-hold-violation-count": 0,
        "setup_viol_count_final": 5,
        "timing.final.crit_period_ns": 4.063,
        "final.setup_skew_ns": 0.009614,
        "max_transition_margin": 0.5563,
        "tightest_slew_ns": 0.6642,
        "period_used_share": 1.231,
    },
    "routing": {
        "postRouteWirelength_um": 2629,
        "post-route-drc-count": 0,
        "routed-via-count": 716,
        "n_antenna_cell": 0,
        "route.antenna.remaining_nets": 0,
        "vias_per_cell": 2.743,
        "drtIter0Drc": 17,
        "drt-wirelength-per-cell_um": 10.07,
        "first_pass_iters": 4,
    },
    "global_route": {
        "grt_antenna_before_repair": 0,
        "grt_util_met1": 0.04257,
        "grt_pass1_wl_um": 4167,
        "grt_use_total": 0.03745,
        "use_met2": 0.06993,
        "overflow": 0,
        "grt_start_max_net_pins": 13,
        "first_global_vias": 787,
        "grt.busiest_layer": "met2",
        "met3_usage": 0.01070,
    },
    "pwr": {
        "p_int_mw": 0.3466,
        "seq_power_share": 0.610,
        "vdd_ir_drop_max_mv": 0.1045,
        "power.share.clock": 0.373,
        "leakage_nw": 0.7233,
        "total_net_switching_power_mw": 0.07557,
        "power_density_mw_per_mm2": 232.5,
        "netSwitchingFraction": 0.1790,
        "comb_power_share": 0.016,
    },
    "clock_tree": {
        "clk_transition_reported_paths_ns": 0.07,
        "clk_latency_ns": 0.25,
        "tritoncts": "yes",
        "count_of_clock_tree_sinks": 19,
        "h-tree-depth": 1,
        "cts_hold_buffers": 0,
        "numCtsBuffers": 3,
        "clk_root_buffer_cell": "sky130_fd_sc_hd__clkbuf_8",
        "cts_max_path_buffers": 2,
    },
    "outcome": {
        "violations": "setup timing",
        "run_status": "finished, violations left",
    },
    "floorplan": {
        "initCoreUtil": 0.1321,
        "die-height_um": 118,
        "std_cell_rows": 35,
        "num_io_pins": 35,
        "die_x_um": 118,
        "core-area_mm2": 0.009284,
        "die_area_mm2": 0.01392,
    },
    "place": {
        "placedInstanceArea_mm2": 0.001625,
        "portBuffers": 34,
        "dp_slack_ns": -1.000,
        "place.gp.congestion": 0.7456,
        "place.detailed.hpwl_um": 2272,
    },
    "final_layout": {
        "drive_gt1_frac": 0.3636,
        "multi_input_comb_area_um2": 531.8,
        "area_growth_pct": 48.06,
        "fillerInstances": 1018,
        "final_util": 0.1956,
        "layout.area.seq_um2": 530.5,
        "finalInstanceArea_mm2": 0.001815,
    },
    "job": {
        "warnings": 31,
        "cap_viol_max_count": 0,
    },
}
==> repair_timing <==
item                       CTS  global route
buffers inserted             5             3
hold endpoints to repair     0             0
setup endpoints to repair    7             7
pin swaps                    9             9
cloned                       0             0
resized                     28             4
==> layer usage <==
layer	wire length, µm	part of all wire	vias up
li1	-	-	360
met1	1053	0.40	339
met2	1445	0.55	17
met3	130	0.049	0
met4	0	0	0
met5	0	0	-
==> placed cells by master, fill, tap and decap left out <==
master                            count
sky130_fd_sc_hd__and3_1               2
sky130_fd_sc_hd__buf_12               1
sky130_fd_sc_hd__dfxtp_1              4
sky130_fd_sc_hd__xnor2_2              2
sky130_fd_sc_hd__xor2_1               4
sky130_fd_sc_hd__buf_6                2
sky130_fd_sc_hd__clkdlybuf4s50_1     27
sky130_fd_sc_hd__nand3b_1             1
sky130_fd_sc_hd__xor2_2               1
sky130_fd_sc_hd__fa_1                 1
sky130_fd_sc_hd__clkinvlp_4           1
sky130_fd_sc_hd__xnor2_4              1
sky130_fd_sc_hd__nor3_1               1
sky130_fd_sc_hd__and3b_1              1
sky130_fd_sc_hd__nor3b_1              1
sky130_fd_sc_hd__nor4_1               2
sky130_fd_sc_hd__nor2b_1              1
sky130_fd_sc_hd__buf_2                5
sky130_fd_sc_hd__ha_4                 4
sky130_fd_sc_hd__inv_2                4
sky130_fd_sc_hd__edfxtp_1            15
sky130_fd_sc_hd__nor2_1               1
sky130_fd_sc_hd__a21oi_1              1
sky130_fd_sc_hd__ha_1                 7
sky130_fd_sc_hd__nor4b_1              1
sky130_fd_sc_hd__clkbuf_8             3
sky130_fd_sc_hd__nand2b_1             1
sky130_fd_sc_hd__and3b_2              1
sky130_fd_sc_hd__buf_4               18
sky130_fd_sc_hd__and2_1               1
sky130_fd_sc_hd__fa_2                 5
sky130_fd_sc_hd__inv_1               10
sky130_fd_sc_hd__dlygate4sd2_1        2
==> kinds of logic (layout without fill, tap and decap cells) <==
group,Yosys count,in the layout,synth area share
AND-OR/OR-AND,1,1,0.004078
flip-flops,19,19,0.4327
adder cells (fa/ha/maj),17,17,0.2102
buffers and inverters,43,73,0.2184
AND/OR/NAND/NOR,14,14,0.07756
XOR/XNOR,8,8,0.05715
==> worst max-delay path by stage <==
stage	from	end	slack (ns)	cells after the start
finish	opcode	z[6]	-0.76	13
global route	opcode	z[6]	-0.89	13
CTS	opcode	z[6]	-0.88	12
==> power by group through the flow <==
stage	combinational [mW]	clock (mW)	sequential [mW]
final	0.00696	0.158	0.258
after global routing	0.00751	0.175	0.257
after CTS	0.00725	0.163	0.257
==> area by class of cell <==
class                           count  area share
Clock buffer                        3     0.02274
Sequential cell                    19      0.2922
Multi-Input combinational cell     40      0.2929
Tap cell                          129     0.08890
Clock inverter                      1    0.004135
Timing Repair Buffer               55      0.2702
Inverter                           14     0.02895
==> registers in the layout, indices dropped and copies added, names as in the netlist <==
signal	cells
b	7
a	7
opcode	1
counter	4
==> stage by stage <==
step / std cells / power [mW]
2_1_floorplan: 102 / 0.2630
3_3_place_gp: 249 / 0.2701
3_5_place_dp: 249 / 0.2701
4_1_cts: 258 / 0.4273
5_1_grt: 261 / 0.4398
6_report: 261 / 0.4221
Power figures rest on the tool's default switching activity, not on a simulated workload.
